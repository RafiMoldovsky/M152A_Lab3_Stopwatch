==> flow/design.v <==
`timescale 1ns / 1ps
module stopwatch(
    input clk,
	 input btnd,
	 input btnr,
	 input [7:0] sw,
	 output [7:0] seg,
	 output [3:0] an
    );
wire clk_slow;	 
wire twohz_clk;
wire onehz_clk;
wire blink_clk;
wire much_faster_clk;
wire rst;
debouncer RstDebouncer(.clk_sys(clk), .button(btnd), .button_output(rst));
wire pause;
debouncer PauseDebouncer(.clk_sys(clk), .button(btnr), .button_output(pause));
reg pause_reg;
always @(posedge pause) begin
	pause_reg <= ~pause_reg;
end
reg [12:0] sec_counter;
wire [6:0] minutes;
wire [5:0] seconds;
reg [5:0] seconds_for_adj;
reg [7:0] sw_deb;
always @(posedge much_faster_clk) begin
	sw_deb <= sw;
end
assign minutes = sec_counter/60;
assign seconds = sec_counter%60;
reg onehz_div;
reg [3:0] blink_which;
always @(posedge twohz_clk or posedge rst) begin
if (rst) begin
	sec_counter <= 0;
	onehz_div <= 0;
	blink_which <= 0;
end
else if (!pause_reg && !sw_deb[0]) begin  
		sec_counter <= (sec_counter+(onehz_div))%3600;
		onehz_div <= ~onehz_div;
		blink_which <= 0;
end
else if (!pause_reg && sw_deb[0])  
begin
	if(sw[1]==0) begin
		blink_which <= 4'b1100;
		sec_counter<= (sec_counter+60) % 3600;
		end
	if(sw[1]==1)begin
		blink_which <= 4'b0011;
		if (seconds == 59)
			sec_counter <= (sec_counter - 59) % 3600;
		else
			sec_counter <= (sec_counter + 1) % 3600;
	end
end
end
clock_divider ClockDivider(.clk(clk), .rst(0),
.twohz_clk(twohz_clk), .onehz_clk(onehz_clk), .blink_clk(blink_clk),
.much_faster_clk(much_faster_clk));
fourdig_7seg FourDigSevenSeg(.clk(much_faster_clk), .blink_clk(blink_clk), .blink_which(blink_which),
.minutes(minutes), .seconds(seconds), .seg(seg), .an(an));
endmodule
module slow_clock (input clk, output clk_slow);
reg [30:0] ctr;
assign clk_slow = ctr[24];
always @(posedge clk)
	ctr <= ctr+1;
endmodule
module fourdig_7seg(
	input clk,
	input blink_clk,
	input [3:0] blink_which,  
	input [6:0] minutes,
	input [6:0] seconds,
	output [7:0] seg,
	output [3:0] an);
reg [1:0] ctr;
reg [3:0] dig;
reg [3:0] an_fast;
assign an = an_fast | (blink_which * blink_clk);
to_7seg To_7Seg(.dig(dig), .seg(seg));
always @(posedge clk) begin
ctr <= ctr+1;
if (ctr == 0) begin
	dig <= seconds % 10;
	an_fast <= 4'b1110;
end else if (ctr == 1) begin
	an_fast <= 4'b1101;
	dig <= seconds / 10;
end else if (ctr == 2) begin
	dig <= minutes % 10;
	an_fast <= 4'b1011;
end else begin
	an_fast <= 4'b0111;
	dig <= minutes / 10;
end
end
endmodule
module to_7seg(input [3:0] dig, output reg [7:0] seg);
always @(*) begin
if (dig == 0)
	seg = 8'b11000000;
else if (dig == 1)
	seg = 8'b11111001;  
	else if (dig == 2) 
	seg = 8'b10100100;  
	else if (dig == 3)
	seg = 8'b10110000;  
	else if (dig == 4)
	seg = 8'b10011001;  
	else if (dig == 5)
	seg = 8'b10010010;  
	else if (dig == 6)
	seg = 8'b10000010;  
	else if (dig == 7)
	seg = 8'b11111000;  
	else if (dig == 8)
	seg = 8'b10000000;  
	else if (dig == 9)
	seg = 8'b10010000;  
end
endmodule
==> flow/run.sh <==
#!/bin/bash
# OpenROAD 26Q1-2900-gdf79404cd8, Yosys 0.63+post, stock flow scripts
make -C /OpenROAD-flow-scripts/flow DESIGN_CONFIG=/design/flow/config.mk WORK_HOME=/design/flow/orfs finish
==> flow/config.mk <==
export PLATFORM = sky130hd
export DESIGN_NAME = slow_clock
export DESIGN_NICKNAME = slow_clock
export VERILOG_FILES = /design/flow/design.v
export SDC_FILE = /design/flow/constraint.sdc
export NUM_CORES = 4
export LEC_CHECK = 1
export CORE_AREA = 10 10 102 102
export DIE_AREA = 0 0 112 112
==> flow/constraint.sdc <==
current_design slow_clock

set clk_period 5.8
set clk_io_pct 0.2

create_clock -name clk0 -period $clk_period [get_ports {clk}]

set non_clock_inputs [all_inputs -no_clocks]
set_input_delay [expr $clk_period * $clk_io_pct] -clock clk0 $non_clock_inputs
set_output_delay [expr $clk_period * $clk_io_pct] -clock clk0 [all_outputs]
==> run_results.csv <==
group,metric,value,unit
worst_setup_path,crit_start,"ctr[24]",
final_timing,slew_viol_final,0,
pwr,p_comb_share,0,%
worst_setup_path,cp-start-kind,"register",
run,warnings,25,
finish,mostFrequentLayoutCell,"dfxtp_1",
detailed_routing,viasPerCell,2.924,
final_timing,relSlewSlack,73.04,%
clock_network,numCtsBuffers,3,
final_timing,setup_viol,0,
placed_design,port_buffers,1,
worst_setup_path,slowest_stage,"clkdlybuf4s50_1",
clock_network,cts.hold.buffers_added,0,
pwr,switching_share,18.29,%
worst_setup_path,required,4.64,ns
worst_setup_path,cp.arrival,1.07,ns
clock_network,ctsResizeCount,0,
placed_design,placed_cells,193,
logic_synthesis,synth-seq-cells,25,
floorplanning,coreArea,8217,µm²
final_timing,finClkSkew,0.003852,ns
logic_synthesis,ys_types,18,
worst_hold_path,hp-start,"ctr[0]",
worst_setup_path,endpoint_kind,"output port",
detailed_routing,met3_length,82,µm
worst_setup_path,path_cells,"clkdlybuf4s50_1",
finish,largest_reg_flops,25,
final_timing,tightest_slew,0.4014,ns
detailed_routing,drtIter0Drc,34,
worst_setup_path,worstSetupPathType,"reg -> out",
detailed_routing,dr.pass1.iters,4,
worst_setup_path,cp_top_family,"buffers and inverters",
pwr,power_frac_seq,63.6,%
finish,layout_top_cells,"25 x dfxtp_1, 15 x xnor2_1, 9 x nand3_1",
detailed_routing,antenna_left,0,
detailed_routing,met1_length,735,µm
logic_synthesis,ys_seq_share,50.76,%
clock_network,cts_tree,"built",
final_timing,finalCritPeriodShare,38.46,%
floorplanning,die-height,112,µm
global_route,grt_max_degree,14,
detailed_routing,dr_total_vias,576,
clock_network,cts_root_buf,"clkbuf_8",
detailed_routing,wl,1306,µm
clock_network,path_clk_slew,0.08,ns
global_route,grt-ovfl-total,0,
final_timing,fin_crit,2.231,ns
worst_hold_path,min_path_type,"reg -> reg",
pwr,pwr-share-clk,36.4,%
placed_design,post-place-ws,3.844,ns
detailed_routing,antenna_cells,0,
finish,post-route-cell-area,1172,µm²
finish,flop_area,500.5,µm²
clock_network,clk_latency,0.26,ns
placed_design,place_congestion,0.6902,
logic_synthesis,avgSynthCellArea,11.33,µm²
worst_setup_path,path_buffers,1,
pwr,p_per_area,230.1,nW/µm²
logic_synthesis,yosys_area,985.9,µm²
finish,largest_register,"ctr",
worst_setup_path,regToRegSetupSlack,4.26,ns
finish,fin_cells,197,
finish,logic_area,478.0,µm²
logic_synthesis,yosysWarnings,1,
floorplanning,die_area,12540,µm²
final_timing,setup_tns,0,ns
pwr,max-vdd-ir-drop,0.07999,mV
floorplanning,pin_count,2,
finish,largestRegisters,"ctr (25)",
floorplanning,die-width,112,µm
worst_setup_path,slowest_delay,0.47,ns
detailed_routing,drc,0,
final_timing,whs,0.4193,ns
outcome,outcome,"complete, no violations",
logic_synthesis,syn_area,985.9,µm²
finish,area_growth_syn_to_layout,18.91,%
clock_network,htree_num_levels,1,
pwr,netSwitchingPower,49.34,µW
finish,num-fill-cells,885,
placed_design,dp_hpwl,925.5,µm
clock_network,clock_sinks,25,
run,max-cap-violations,0,
final_timing,fin_ws,3.569,ns
global_route,grt_pass1_vias,507,
logic_synthesis,syn_inst,87,
pwr,p_int,220.4,µW
floorplanning,floorplan.core_util,12.00,%
detailed_routing,wl_met2,488,µm
final_timing,finalHoldViolCount,0,
worst_setup_path,crit_fanout,2,
worst_setup_path,reg2reg_from,"ctr[0]",
global_route,grt_pass1_wl,2332,µm
final_timing,rsz0062_at_grt,"no",
logic_synthesis,ys_cells,87,
floorplanning,placementRows,33,
pwr,p_leak,0.0004210,µW
detailed_routing,wl_per_cell,6.629,µm
final_timing,fmax,448.3,MHz
global_route,antenna_found_initial,0,
finish,drive_above_1_share,10.87,%
global_route,grt_usage,2.155,%
clock_network,cts_max_path_buffers,2,
placed_design,placed_area,1127,µm²
clock_network,cts_setup_buffers,0,
detailed_routing,top_layer,"met3",
==> metrics by stage <==
step                      total power [µW]  utilization, %
after global routing                 281.1           14.27
after CTS                            274.5           14.27
after floorplan                      175.5               -
after detailed placement             175.5           13.72
after global placement               175.5           13.72
final                                269.7           14.27
==> power by group through the flow <==
stage                 combinational [µW]  sequential, µW  clock, µW
after CTS                       0.000197             171        103
after global routing            0.000197             171        110
final                           0.000197             171       98.3
==> metal layers <==
metal,vias to the layer above,GRT usage (%)
met5,-,0
met4,0,0.08460
met3,0,1.412
met2,4,2.681
met1,263,3.142
li1,309,-
==> path summary, 6_finish.rpt <==
check              to  cells after the start
max reg2reg   ctr[24]                      5
max          clk_slow                      1
min reg2reg    ctr[0]                      1
min            ctr[0]                      1
==> final cells by class <==
class                   count  area share, %
clock buffers               4          3.842
flip-flops and latches     25          42.69
well taps                 105          11.21
inverters                   2         0.6403
multi-input cells          60          40.77
repair buffers              1         0.8538
==> cell usage after synthesis, drive strengths merged <==
cell type  count  area (µm²)
ha             1       12.51
and2           1       6.260
nand2          5       18.77
nor4           2       42.54
nand3         11       72.57
dfxtp         25       500.5
and3           7       45.05
and4           2       17.52
inv            2       7.510
xor2           8       70.07
nor2           4       15.01
xnor2         15       131.4
nand4          4       46.29
==> logic make-up (layout without fill, tap and decap cells) <==
kind of cell / count (synthesis) / count (layout) / share of synthesized area, %
xor gates and xnor gates: 23 / 23 / 20.43
adders and majority gates: 1 / 1 / 1.269
buffers and inverters: 2 / 7 / 0.7617
DFF: 25 / 25 / 50.76
and+or+nand+nor: 36 / 36 / 26.78
Power figures rest on the tool's default switching activity, not on a simulated workload.
